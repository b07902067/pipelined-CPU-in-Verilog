===== flow/config.mk =====
export PLATFORM = sky130hd
export DESIGN_NAME = IDEX
export DESIGN_NICKNAME = IDEX
export VERILOG_FILES = /design/flow/design.v
export SDC_FILE = /design/flow/constraint.sdc
export NUM_CORES = 4
export LEC_CHECK = 1
export CORE_AREA = 10 10 171 171
export DIE_AREA = 0 0 181 181

===== flow/constraint.sdc =====
current_design IDEX

set clk_period 1.0
set clk_io_pct 0.2

create_clock -name clk0 -period $clk_period [get_ports {clk_i}]

set non_clock_inputs [all_inputs -no_clocks]
set_input_delay [expr $clk_period * $clk_io_pct] -clock clk0 $non_clock_inputs
set_output_delay [expr $clk_period * $clk_io_pct] -clock clk0 [all_outputs]

===== flow/run.sh =====
#!/bin/bash
# OpenROAD 26Q1-2900-gdf79404cd8, Yosys 0.63+post, stock flow scripts
make -C /OpenROAD-flow-scripts/flow DESIGN_CONFIG=/design/flow/config.mk WORK_HOME=/design/flow/orfs finish

===== flow/design.v =====
module IDEX
(
    clk_i, 
    RegWrite_i,
    MemtoReg_i,
    MemRead_i,
    MemWrite_i,
    ALUOp_i,
    ALUSrc_i,
    Reg1_i,
    Reg2_i,
    Imm_i,
    funct_i,
    Rs1_i,
    Rs2_i,
    Rd_i,
    RegWrite_o,
    MemtoReg_o,
    MemRead_o,
    MemWrite_o,
    ALUOp_o,
    ALUSrc_o,
    Reg1_o,
    Reg2_o,
    Imm_o,
    funct_o,
    Rs1_o,
    Rs2_o,
    Rd_o
);
input           clk_i;
input           RegWrite_i, MemtoReg_i, MemRead_i, MemWrite_i, ALUSrc_i;
input   [1:0]   ALUOp_i; 
input   [31:0]  Reg1_i, Reg2_i, Imm_i;
input   [9:0]   funct_i;
input   [4:0]   Rs1_i, Rs2_i, Rd_i;
output           RegWrite_o, MemtoReg_o, MemRead_o, MemWrite_o, ALUSrc_o;
output   [1:0]   ALUOp_o; 
output   [31:0]  Reg1_o, Reg2_o, Imm_o;
output   [9:0]   funct_o;
output   [4:0]   Rs1_o, Rs2_o, Rd_o;
reg              RegWrite_o, MemtoReg_o, MemRead_o, MemWrite_o, ALUSrc_o;
reg      [1:0]   ALUOp_o; 
reg      [31:0]  Reg1_o, Reg2_o, Imm_o;
reg      [9:0]   funct_o;
reg      [4:0]   Rs1_o, Rs2_o, Rd_o;
initial begin
    RegWrite_o = 1'b0;
    MemtoReg_o = 1'b0;
    MemRead_o = 1'b0;
    MemWrite_o = 1'b0;
    ALUOp_o = 2'b0;
    ALUSrc_o = 1'b0;
    Reg1_o = 32'b0;
    Reg2_o = 32'b0;
    Imm_o = 32'b0;
    funct_o = 10'b0;
    Rs1_o = 5'b0;
    Rs2_o = 5'b0;
    Rd_o = 5'b0;
end
always@(posedge clk_i) begin
    RegWrite_o <= RegWrite_i;
    MemtoReg_o <= MemtoReg_i;
    MemRead_o <= MemRead_i;
    MemWrite_o <= MemWrite_i;
    ALUOp_o <= ALUOp_i;
    ALUSrc_o <= ALUSrc_i;
    Reg1_o <= Reg1_i;
    Reg2_o <= Reg2_i;
    Imm_o <= Imm_i;
    funct_o <= funct_i;
    Rs1_o <= Rs1_i;
    Rs2_o <= Rs2_i;
    Rd_o <= Rd_i;
end
endmodule

==> flow_summary.toml <==
# generated from flow reports
[cells_and_area]
fin_cells = 745
layout-drive-gt1-share = 0.4193
syn_to_final_growth_pct = 115.3
mi_logic_area_um2 = 0
fillers = 2702
seq_area_mm2 = 0.002582
design_area_mm2 = 0.005518
most-common-layout-cells = "clkdlybuf4s50_1, buf_2, dfxtp_1"
final_util = 0.2179
comb_cells = 0
layout_top_cell = "clkdlybuf4s50_1"

[power]
peakVddDrop_mv = 0.9109
power.total_mw = 12.26
leakagePower_nw = 2.372
power_density_mw_per_mm2 = 2222

[drt]
antenna-diode-count = 0
via_per_inst = 2.556
initialDrtViolationCount = 22
wl_per_cell_um = 13.39
drt_pass1_iterations = 2
ant_nets = 0
totalWireLength_mm = 9.977
drc = 0
dr_total_vias = 1904

[synth]
synth_area_mm2 = 0.002562
syn_inst = 128
yosysSeqAreaShare = 1.000
top_area_cell = "dfxtp_1"
synth.distinct_cells = 1
synth_flops = 128
ys_cells = 128
yosys.area.top_type_share = 1.000
synth.avg_cell_area_um2 = 20.02
topCellsByArea = "dfxtp_1"
ys_warn_count = 1
yosys_area_mm2 = 0.002562

[hold_path]
hp-class = "in -> reg"

[grt]
grt_pass1_wl_mm = 14.25
antenna_found_initial = 0
grt_overflow = 0
grt_usage = 0.05728
grt_pass1_vias = 2117
grt_max_degree = 17

[cts]
cts_tree = "yes"
cts_root_buffer = "clkbuf_16"
clk_pin_slew_ns = 0.06
cts.path.max_buffers = 2
htree_num_levels = 4
cts_buffers = 17
cts_sinks = 128

[worst_setup_path]
slowest_stage = "dfxtp_2"
start_kind = "register"
crit_required_ns = 0.80
crit_fanout = 1
cp-end-kind = "primary output"
cpPeakStageDelay_ns = 0.34
path_delay_family = "flip-flops"
critPathKind = "reg -> out"
crit_arrival_ns = 0.85
timing.critical_path.buf_inv = 1
cp_cell_sequence = "buf_2"

[die]
die_w_um = 181
fp.coreArea_mm2 = 0.02533
io_pins = 257
rows = 58
fp-utilization = 0.1012
die_h_um = 181
chip_area_mm2 = 0.03276

[placement]
placed_area_mm2 = 0.005538
gp_congestion = 0.7782
placed_cells = 714
io_buffers = 256

[status]
outcome = "finished with violations"
violations = "setup timing"

[final_timing]
rsz0062_at_grt = "yes"
slew_headroom = 0.8813
max_freq_ghz = 0.9527
fin_tns_setup_ns = -0.6002
fin_crit_ns = 1.050
setup_viol = 72
layout_setup_ws_ns = -0.04961
tightestPinTransition_ns = 0.1781
post-route-period-util = 1.050
slew_violations = 0
finalHoldViolations = 0

[job]
tool_warnings = 27
drv_cap = 0
per-layer routing:
metal | track usage | wire, µm | up-vias
li1 | - | - | 949
met1 | 0.05802 | 3551 | 796
met2 | 0.09453 | 4739 | 151
met3 | 0.04176 | 1504 | 8
met4 | 0.01041 | 182 | 0
met5 | 0 | 0 | -
sequential cells by signal, summed over array words and instances, names as in the netlist, 2 cells and up:
signal   cells
Reg1_o      32
Rs1_o        5
Rs2_o        5
ALUOp_o      2
funct_o     10
Imm_o       32
Rd_o         5
Reg2_o      32
where the power goes:
part | switching [mW] | internal (mW) | leakage (nW) | total (mW)
clock | 2.25 | 3.84 | 0.281 | 6.09
combinational | 0.128 | 0.603 | 1.01 | 0.732
sequential | 0.0555 | 5.38 | 1.08 | 5.44
cell type report:
cell class	instances	share of cell area
sequential	128	0.4680
tap	330	0.07483
clock buffer	21	0.08526
clock inverter	10	0.02018
timing repair buffer	256	0.3517
repair_timing:
action / 4_1_cts / 5_1_grt
endpoints found under the hold margin: 0 / 0
hold buffers: 0 / 0
gates resized: 431 / 4
setup buffers: 0 / 0
setup endpoints to repair: 128 / 128
through the flow:
step           hold slack, ns  setup WS, ns
2_1_floorplan          0.2277        0.5385
3_3_place_gp           0.6481      -0.04709
3_5_place_dp           0.6517      -0.05938
4_1_cts                0.1886      -0.09413
5_1_grt                0.1950      -0.09716
6_report               0.2238      -0.04961
synthesized netlist by cell type (all sizes together):
| library cell | instances |
|---|---|
| dfxtp | 128 |
cells by family after synthesis:
family,Yosys count,share of synthesized area
flip-flops,128,1.000
path summary, 6_finish.rpt:
| path | start | endpoint | slack (ns) | depth (start not counted) |
|---|---|---|---|---|
| max | Reg1_o[9] | Reg1_o[9] | -0.05 | 1 |
| min | Imm_i[4] | Imm_o[4] | 0.22 | 1 |
No activity file was given, so power comes from the tool's default toggle rates.
