==> flow/design.v <==
module EXMEM
(
    clk_i, 
    RegWrite_i,
    MemtoReg_i,
    MemRead_i,
    MemWrite_i,
    Rd_i,
    ALUResult_i,
    Reg2_i,
    RegWrite_o,
    MemtoReg_o,
    MemRead_o,
    MemWrite_o,
    Rd_o,
    ALUResult_o,
    DATAWr_o,
);
input           clk_i;
input           RegWrite_i, MemtoReg_i, MemRead_i, MemWrite_i;
input   [4:0]   Rd_i;
input   [31:0]  ALUResult_i, Reg2_i;
output           RegWrite_o, MemtoReg_o, MemRead_o, MemWrite_o;
output   [4:0]   Rd_o;
output   [31:0]  ALUResult_o , DATAWr_o;
reg              RegWrite_o, MemtoReg_o, MemRead_o, MemWrite_o;
reg      [4:0]   Rd_o;
reg      [31:0]  ALUResult_o , DATAWr_o;
initial begin
    RegWrite_o = 1'b0;
    MemtoReg_o = 1'b0;
    MemRead_o = 1'b0;
    MemWrite_o = 1'b0;
    Rd_o = 5'b0;
    ALUResult_o = 32'b0;
    DATAWr_o = 32'b0;
end
always@(posedge clk_i) begin
    RegWrite_o <= RegWrite_i;
    MemtoReg_o <= MemtoReg_i;
    MemRead_o <= MemRead_i;
    MemWrite_o <= MemWrite_i;
    Rd_o <= Rd_i;
    ALUResult_o <= ALUResult_i;
    DATAWr_o <= Reg2_i;
end
endmodule
==> flow/run.sh <==
#!/bin/bash
# OpenROAD 26Q1-2900-gdf79404cd8, Yosys 0.63+post, stock flow scripts
make -C /OpenROAD-flow-scripts/flow DESIGN_CONFIG=/design/flow/config.mk WORK_HOME=/design/flow/orfs finish
==> flow/config.mk <==
export PLATFORM = sky130hd
export DESIGN_NAME = EXMEM
export DESIGN_NICKNAME = EXMEM
export VERILOG_FILES = /design/flow/design.v
export SDC_FILE = /design/flow/constraint.sdc
export NUM_CORES = 4
export LEC_CHECK = 1
export CORE_UTILIZATION = 30
==> flow/constraint.sdc <==
current_design EXMEM

set clk_period 1.0
set clk_io_pct 0.2

create_clock -name clk0 -period $clk_period [get_ports {clk_i}]

set non_clock_inputs [all_inputs -no_clocks]
set_input_delay [expr $clk_period * $clk_io_pct] -clock clk0 $non_clock_inputs
set_output_delay [expr $clk_period * $clk_io_pct] -clock clk0 [all_outputs]
==> results.json <==
{
  "drt_iter0_markers": 32,
  "final_antenna_net_count": 0,
  "dieArea_sq_um": 5150,
  "min_path_cells": 1,
  "hp-start": "Reg2_i[31]",
  "syn-cell-area_sq_um": 1460,
  "cp_top_family": "flip-flops",
  "core_area_sq_um": 4690,
  "hp-class": "in -> reg",
  "die_w_microns": 71.8,
  "grt_start_max_net_pins": 11,
  "route.vias.total": 1107,
  "powerDensity_nw_per_um2": 1890,
  "clk_pin_slew_ns": 0.07,
  "hold_violations": 0,
  "status": "completed",
  "cellLeakagePower_nw": 1.27,
  "cts_buffers": 9,
  "grt_pass1_vias": 1116,
  "clock_path_buffers": 2,
  "drive_above_1_share": 0.422,
  "ioPinCount": 147,
  "nFillCells": 389,
  "drv_cap": 0,
  "maxSlewViolCount": 0,
  "finalWirelength_mm": 3.62,
  "largest_area_cell": "dfxtp_1",
  "cts_tree": "built",
  "grt_overflow_total": 0,
  "min_period_ns": 0.943,
  "fp-row-count": 25,
  "tns_ns": 0,
  "track_usage": 0.140,
  "openroad.warnings": 26,
  "cp_max_fo": 1,
  "worstSetupPathType": "reg -> out",
  "ys_seq_frac": 1.00,
  "yosysTopAreaCellShare": 1.00,
  "setup_viol": 0,
  "wl_per_cell_microns": 12.7,
  "area_leaders": "dfxtp_1 100%",
  "cp.required_ns": 0.80,
  "grt_antenna_before_repair": 0,
  "synth_flops": 73,
  "holdWs_ns": 0.311,
  "final_area_sq_um": 2790,
  "drt-pass1-iter-count": 2,
  "htreeDepth": 3,
  "hpwlAfterDp_mm": 2.74,
  "cts_root_buf": "clkbuf_8",
  "worstHoldEndpoint": "DATAWr_o[31]$_DFF_P_",
  "die_h_microns": 71.8,
  "cp_num_buf_inv": 1,
  "comb_area_sq_um": 0,
  "endpoint_kind": "output port",
  "post-route-period-util": 0.943,
  "synthToLayoutAreaGrowth_pct": 91.1,
  "routabilityCongestion": 0.768,
  "drc": 0,
  "slew_headroom": 0.935,
  "cts_sinks": 73,
  "postPlaceCellArea_sq_um": 2990,
  "netlist_instances": 73,
  "num_antenna_cells": 0,
  "syn-mean-instance-area_sq_um": 20.0,
  "ys_types": 1,
  "cp.arrival_ns": 0.74,
  "fmax_mhz": 1060,
  "irDropWorstVdd_v": 0.00115,
  "io_buffer_count": 146,
  "fp_util": 0.311,
  "drt-vias-per-instance": 3.87,
  "grt_first_pass_wirelength_mm": 5.33,
  "cp-start-kind": "register",
  "crit_chain": "buf_2",
  "max_slew.worst_pin.slew_ns": 0.0971,
  "ys_cells": 73,
  "grt_setup_unrepaired": "no",
  "cp_slowest_stage_delay_ns": 0.32,
  "ys_warn_count": 1,
  "ys_area_sq_um": 1460,
  "comb_cells": 0,
  "slowest_stage": "dfxtp_2"
}
[cell type report]
cell class / instances / area, sq um / area share
Sequential cell: 73 / 1480 / 0.530
Tap cell: 54 / 67.6 / 0.0242
Timing Repair Buffer: 146 / 1100 / 0.392
Clock buffer: 12 / 145 / 0.0520
Clock inverter: 1 / 5.00 / 0.00179
[synth_stat cells (all sizes together)]
master / count
dfxtp: 73
[metrics by stage]
step	setup WS [ns]	cells	total power, mW	util
2_1_floorplan	0.538	73	3.12	-
3_3_place_gp	0.0268	273	3.71	0.637
3_5_place_dp	0.0269	273	3.71	0.637
4_1_cts	0.000865	286	5.36	0.599
5_1_grt	0.0132	286	5.53	0.595
6_report	0.0571	286	5.28	0.595
[routing by layer]
layer / GRT usage / share of wire / wire length, microns / vias up
li1: - / - / - / 536
met1: 0.193 / 0.39 / 1400 / 479
met2: 0.202 / 0.45 / 1610 / 85
met3: 0.0685 / 0.15 / 549 / 7
met4: 0.0458 / 0.017 / 60 / 0
met5: 0 / 0 / 0 / -
[logic make-up after synthesis]
kind of cell  share of synthesized area
flops                              1.00
[sequential cells by signal, indices dropped and copies added, names as in the netlist]
signal,count
ALUResult_o,32
DATAWr_o,32
Rd_o,5
MemRead_o,1
MemWrite_o,1
MemtoReg_o,1
RegWrite_o,1
[where the power goes]
part / switching [mW] / internal [mW]
Clock: 0.862 / 0.924
Sequential: 0.0341 / 3.07
Combinational: 0.0538 / 0.338
[worst max-delay path by stage]
stage | cells after the start | slack (ns) | startpoint | to
final | 1 | 0.06 | Rd_o[2]$_DFF_P_ | Rd_o[2]
after global routing | 1 | 0.01 | ALUResult_o[10]$_DFF_P_ | ALUResult_o[10]
after CTS | 1 | 0.0009 | ALUResult_o[16]$_DFF_P_ | ALUResult_o[16]
[layout by cell type (no fill, tap or decap), drive strengths merged]
cell type | Yosys | layout
clkdlybuf4s50 | 0 | 73
clkinv | 0 | 1
clkbuf | 0 | 16
dfxtp | 73 | 73
buf | 0 | 69
[what timing repair did]
action	CTS	global route
hold buffers	0	0
setup buffers	0	0
endpoints found under the setup margin	73	4
resized	228	5
Power and IR drop assume default switching activity.
