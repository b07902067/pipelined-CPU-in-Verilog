### /design/flow/design.v
module ALU
(
	data1_i,
    data2_i,
    ALUCtrl_i,
    data_o,
    Zero_o
);
input	signed [31:0]	data1_i;
input	signed [31:0]	data2_i;
input	[3:0]	ALUCtrl_i;
output	reg signed [31:0]	data_o;
output	reg	Zero_o;
reg	[4:0]	shift_left_num;
reg	[4:0]	shift_right_num;
always@(data1_i, data2_i, ALUCtrl_i)begin
	case(ALUCtrl_i)
		4'b0000	:data_o = data1_i & data2_i;
		4'b0001	:data_o = data1_i ^ data2_i;
		4'b0010	:begin
					shift_left_num = data2_i[4:0];
					data_o = data1_i << shift_left_num;
				end
		4'b0011	:data_o = data1_i + data2_i;
		4'b0100	:data_o = data1_i - data2_i;
		4'b0101	:data_o = data1_i * data2_i;
		4'b0110	:data_o = data1_i + data2_i;
		4'b0111	:begin
					shift_right_num = data2_i[4:0];
					data_o = data1_i >>> shift_right_num;
				end
		4'b1000 :data_o = data1_i + data2_i;
		4'b1001 :data_o = data1_i - data2_i;
	endcase
	if(data1_i == data2_i)begin
		Zero_o = 1'b1;
	end
	else begin
		Zero_o = 1'b0;
	end
end
endmodule
### /design/flow/run.sh
#!/bin/bash
# OpenROAD 26Q1-2900-gdf79404cd8, Yosys 0.63+post, stock flow scripts
make -C /OpenROAD-flow-scripts/flow DESIGN_CONFIG=/design/flow/config.mk WORK_HOME=/design/flow/orfs finish
### /design/flow/config.mk
export PLATFORM = sky130hd
export DESIGN_NAME = ALU
export DESIGN_NICKNAME = ALU
export VERILOG_FILES = /design/flow/design.v
export SDC_FILE = /design/flow/constraint.sdc
export NUM_CORES = 4
export LEC_CHECK = 1
export CORE_UTILIZATION = 50
### /design/flow/constraint.sdc
current_design ALU

set clk_period 2.0
set clk_io_pct 0.2

create_clock -name clk0 -period $clk_period

set non_clock_inputs [all_inputs -no_clocks]
set_input_delay [expr $clk_period * $clk_io_pct] -clock clk0 $non_clock_inputs
set_output_delay [expr $clk_period * $clk_io_pct] -clock clk0 [all_outputs]
==> impl_metrics.toml <==
# implementation run metrics
[critical_path]
critPathCaptureType = "primary output"
worstSetupPathType = "input port to primary output"
critPathMaxFanout = 2
worstPathArrival_ps = 1720
crit_chain = "buf_2, ha_4, nand3_4, nor3_4, nand3_2, nor4_2, buf_2"
cp-start-kind = "input port"
worst-path-stages = 7
cp.buffers_inverters = 2
critPathSlowestCell = "ha_4"
cp.required_ps = 1600
critPathCapture = "Zero_o"
slowest_delay_ps = 290
path_common_cell = "buf_2"
critical_path.top_delay_family = "simple AND/OR/NAND/NOR gates"
critPathLaunch = "data1_i[12]"

[route]
ant_nets = 0
vias_per_cell = 6.16
first_pass_iters = 6
route.detailed.drc = 0
finalWirelength_um = 99200
wl_per_cell_um = 27.4
first_iter_violations = 1736
vias = 22300

[run_status]
violations = "negative setup slack"
status = "finished, violations left"

[timing]
period_used_share = 1.06
tightest_slew_ps = 1050
untimed_endpoints = 64
rsz0062_at_grt = "true"
whs_ps = 1520
slew_headroom = 0.290
unclocked_regs = 32
slew_violations = 0
finalSetupViolations = 1
max_freq_ghz = 0.472
hold_viol = 0
finalCriticalPeriod_ps = 2120
fin_ws_ps = -119

[placed_design]
dp_slack_ps = -1150
io_buffers = 101
place_inst = 3593
hpwl_um = 74600
place.gp.congestion = 1.03

[synthesis]
synthCells = 2920
netlist_top_cells_area = "fa_1 34%, ha_1 11%, and2_1 8.3%"
synth-warning-count = 1
yosysTopAreaCell = "fa_1"
edf_count = 0
synthDistinctLibCells = 84
yosys_cells = 2920
netlist.area_leader.share = 0.336
synth_area_um2 = 24400
synth.avg_cell_area_um2 = 8.36
async_reset_ff_frac = 0
numSynthFlops = 32
ys_chip_area_um2 = 24400
synth-main-ff-cell = "dlxtn_1"

[global_routing]
antenna_found_initial = 1
gr-usage-met1 = 0.601
top_usage_layer = "met2"
overflow = 0
grt_use_total = 0.434
grt_first_pass_wirelength_um = 149000
grtUsageMet3 = 0.196
grt_max_degree = 72
first_global_vias = 22900
met2_usage = 0.621

[die]
design.core.area_um2 = 47900
dieHeight_um = 223
die_w_um = 223
fp_util = 0.509
dieArea_um2 = 49700
core.rowCount = 80
ios = 101

[finish]
lay_top_count = "inv_1"
syn_to_final_growth_pct = 11.3
fin_cells = 3618
largest_register_ffs = 32
seq_area_um2 = 480
finish.utilization = 0.566
drive_gt1_frac = 0.130
logic_area_um2 = 21800
nFillCells = 4195
final_cell_mix = "436 x inv_1, 410 x fa_1, 323 x and2_1"

[pwr]
intPower_uw = 21100
powerDensity_nw_per_um2 = 1830
power.switching_uw = 28700
leakage_uw = 0.0127
irDropWorstVdd_mv = 2.10
swShare = 0.577

[job]
warnings = 66
cap_violations = 0

[min_path]
hp-class = "input port to primary output"

[clock_network]
hold_buffers = 0
-- stage by stage --
step / instance area [um^2] / TNS (ps) / total power, uW
2_1_floorplan: 24700 / 0 / 41000
3_3_place_gp: 26700 / -1160 / 49600
3_5_place_dp: 26700 / -1150 / 50000
4_1_cts: 27100 / -97.3 / 50100
5_1_grt: 27100 / -171 / 53900
6_report: 27200 / -119 / 49800
-- tightest hold or removal path, stage by stage --
cell	delay, ps
clkbuf_2	120
ha_4	210
inv_1	100
nor3_4	70
nand3_2	70
nor4_2	40
buf_2	100
-- layout make-up --
cell class                      instances  share of cell area
Multi-Input combinational cell       2214               0.803
Timing Repair Buffer                  285              0.0850
Inverter                              469              0.0660
Tap cell                              615              0.0283
Sequential cell                        32              0.0177
Antenna cell                            3            0.000276
-- logic make-up after synthesis --
kind of cell               synth area share
adders and majority gates             0.446
latches                              0.0197
xor gates and xnor gates             0.0329
buffers and inverters                 0.106
and+or+nand+nor                       0.187
muxes                                0.0719
AOI/OAI and AO/OA                     0.136
-- cell usage after synthesis (6+ instances only) --
| master | n |
|---|---|
| o2111ai_1 | 6 |
| dlxtn_1 | 32 |
| a221o_1 | 17 |
| o221ai_1 | 18 |
| xor2_1 | 18 |
| buf_2 | 22 |
| inv_1 | 467 |
| o32a_1 | 6 |
| or3_1 | 18 |
| nor2_1 | 171 |
| nand2b_1 | 21 |
| o22a_1 | 8 |
| nor3_1 | 31 |
| and3_1 | 11 |
| a221oi_1 | 26 |
| o21bai_1 | 14 |
| mux2_2 | 9 |
| xnor2_1 | 71 |
| a21o_1 | 20 |
| nand2_1 | 267 |
| clkbuf_1 | 166 |
| nand4_1 | 6 |
| nor4_1 | 10 |
| nand3_1 | 21 |
| and2_1 | 324 |
| a31oi_1 | 25 |
| a211oi_1 | 11 |
| fa_1 | 410 |
| a21oi_1 | 105 |
| o22ai_1 | 15 |
| buf_1 | 11 |
| o211ai_1 | 23 |
| a32oi_1 | 6 |
| mux2i_1 | 46 |
| o31ai_1 | 12 |
| mux4_2 | 53 |
| nor2b_1 | 8 |
| o21a_1 | 13 |
| o21ai_0 | 97 |
| ha_1 | 214 |
-- worst min path at each step --
stage	start	endpoint	cells after the start
after CTS	data1_i[28]	Zero_o	8
after global routing	data2_i[0]	Zero_o	6
final	data1_i[10]	Zero_o	7
-- power groups by stage --
stage	Clock, uW	Combinational (uW)	Sequential [uW]
4_1_cts	0	49900	157
5_1_grt	0	53700	156
-- what timing repair did --
item,4_1_cts,5_1_grt
pin swaps,26,11
resized,238,28
buffers inserted,17,5
endpoints found under the setup margin,1,1
-- metal layers --
metal / part of all wire / vias to the layer above
li1: - / 9655
met1: 0.38 / 11000
met2: 0.43 / 1373
met3: 0.14 / 234
met5: 0.0022 / -
met4: 0.043 / 8
Power figures rest on the tool's default switching activity, not on a simulated workload.
